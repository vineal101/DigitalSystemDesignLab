==> design/flow/config.mk <==
export PLATFORM = sky130hd
export DESIGN_NAME = register_file
export DESIGN_NICKNAME = register_file
export VERILOG_FILES = /design/flow/design.v
export SDC_FILE = /design/flow/constraint.sdc
export NUM_CORES = 4
export LEC_CHECK = 1
export CORE_UTILIZATION = 30
==> design/flow/constraint.sdc <==
current_design register_file

set clk_period 7.5
set clk_io_pct 0.2

create_clock -name clk0 -period $clk_period [get_ports {clk}]

set non_clock_inputs [all_inputs -no_clocks]
set_input_delay [expr $clk_period * $clk_io_pct] -clock clk0 $non_clock_inputs
set_output_delay [expr $clk_period * $clk_io_pct] -clock clk0 [all_outputs]
==> design/flow/design.v <==
module register_file(input logic clk, rst,
input logic[4:0] A1, A2, A3,
input logic[31:0] WD3,
input logic WE3,
output logic[31:0] RD1,
output logic[31:0] RD2,
output logic[31:0] prode
);
logic[31:0] rf_regs[31:0];
assign prode = rf_regs[1];
always_ff@(posedge clk or negedge rst)
begin
	if(!rst) begin  
		for(int i = 0; i < 32; i++) begin
			rf_regs[i] <= i;
		end
	end
	else if (WE3) begin
		rf_regs[A3] <= WD3;
	end
end
assign RD1 = rf_regs[A1];
assign RD2 = rf_regs[A2];
endmodule
==> design/flow/run.sh <==
#!/bin/bash
# OpenROAD 26Q1-2900-gdf79404cd8, Yosys 0.63+post, stock flow scripts
make -C /OpenROAD-flow-scripts/flow DESIGN_CONFIG=/design/flow/config.mk WORK_HOME=/design/flow/orfs finish
==> CHANGELOG.md <==
## Flow update

- Port Buf Inserts: 145
- PD cells: 265.6 nW/µm²
- CTS Buf Count: 113
- TritonCTS clock tree: done
- Synthesis Warnings: 2
- Post-CTS sizing: 0
- Final setup fails: 0
- Post-synth design cell area: 52,050 µm²
- DP Wirelength: 200,000 µm
- First drt pass iteration count: 8
- Setup TNS: 0 ns
- Final worst-path cycle share: 92.77%
- Max cap viols: 0
- Syn Area/Cell: 11.85 µm²
- Routed WL per cell: 44.13 µm
- Status: finished, final reports clean
- Synth Register Bits: 1,024
- Cell area leaders: dfrtp_1 45%, mux2_2 23%, a22oi_1 10%
- Comb power frac: 15.6%
- Remaining DRCs: 0
- Fin crit period: 6.958 ns
- H-Tree Depth: 3
- Final slew viol count: 0
- Skew-Pair Late Insertion Delay: 0.77 ns
- CTS clk-pin slew, worst paths: 0.06 ns
- P_sw: 4.931 mW
- Detailed-route wire length: 308,700 µm
- P_int: 11.55 mW
- GRT overflow: 0
- CP Capture Type: output port
- Worst vdd ir: 0.0001792 V
- Vias per cell: 6.579
- Critical path type: input pin to output port
- Final ANT Viol Nets: 0
- Clk sink count: 1,024
- YS chip area: 52,050 µm²
- Fp util: 30.27%
- Worst hold path type: register to register
- Largest net degree at the start of global routing: 122
- Area leader, netlist: dfrtp_1
- Placed cells: 6,774
- Worst clock skew: 0 ns
- Top Ports: 146
- All-Layer GR Usage: 36.12%
- Max reg flops: 1,024
- Worst slew pin tran: 1.126 ns
- F_max: 143.7 MHz
- Lkg Pwr: 26.23 nW
- Clock share of power: 36.8%
- Via count: 46,020
- Yosys stat cell total: 4,394
- Area share of the largest cell type after synthesis: 45.39%
- Main synth FF type: dfrtp_1
- Number of global-route vias before repair: 45,700
- Root buf cell: clkbuf_16
- Initial antenna violation count: 15
- Final Hold Violating Endpoints: 0
- First-pass GRT wire length: 411,900 µm
- Relative slew slack: 23.01%
- WP data arrival: 5.46 ns
- Fin cells: 6,995
- Die W: 418.5 µm
- Setup Buffers After CTS: 0
- CP max FO: 13
- Switching part of the total power: 29.93%
- Sequential fraction of the synthesis area: 49.43%
- Die area: 175,200 µm²
- Routability cong.: 1.059
- Crit path launch type: input pin
- Starting DRT DRC Count: 5,216
- Largest registers: rf_regs: 1024 flops
- Maximum root-to-sink buffer count: 3
- Biggest register: rf_regs
- Distinct cells, synth: 71
- Req. time, crit path: 6.00 ns
- Row cnt: 152
- Number of flops mapped to enable cells by yosys: 0
- Core box area: 171,900 µm²
- Synth-to-Final Area Change: 19.21%
- Tool warnings: 34
- Share of cells above drive strength 1: 38.51%
- Die H: 418.5 µm
- Hold Buf Count CTS: 0
- RSZ-0062 raised after global routing: false
- Sequential power share: 47.7%
- Async SR Flop Fraction: 100.0%
- Cell count after synthesis: 4,394
## final timing paths
| check | from | to | slack (ns) | cells after the start |
|---|---|---|---|---|
| max reg2reg | rf_regs[1][31] | rf_regs[1][31] | 6.53 | 1 |
| min | rf_regs[22][13] | rf_regs[22][13] | 0.53 | 1 |
| min in group asynchronous | rst | rf_regs[0][0] | 0.75 | 1 |
| max in group asynchronous | rst | rf_regs[0][29] | 4.83 | 3 |
| min reg2reg | rf_regs[22][13] | rf_regs[22][13] | 0.53 | 1 |
| max | A1[4] | RD1[28] | 0.54 | 10 |
## metrics by stage
stage / power [mW] / area (µm²) / hold WS (ns) / util, % / setup WS [ns]
finish: 16.48 / 62040 / 0.5341 / 36.09 / 0.5420
global route: 16.93 / 62010 / 0.5402 / 36.07 / 0.5910
CTS: 16.43 / 62000 / 0.5326 / 36.06 / 0.8021
detailed placement: 10.40 / 58030 / 0.5189 / 33.75 / 0.8292
global placement: 10.36 / 58030 / 0.5092 / 33.75 / 0.7871
floorplan: 8.811 / 52050 / 0.4934 / - / 2.965
## final cells by class
| class | instances | area [µm²] |
|---|---|---|
| Clock buffer | 152 | 3248 |
| Multi-Input combinational cell | 2939 | 24870 |
| Inverter | 3 | 11.26 |
| Timing Repair Buffer | 498 | 4534 |
| Tap cell | 2310 | 2890 |
| Antenna cell | 16 | 40.04 |
| Fill cell | 16730 | 109900 |
| Clock inverter | 53 | 724.4 |
| Sequential cell | 1024 | 25720 |
## Yosys cell counts, types with 12 or more instances
cell type and instances:
a31oi_1 27, nor4_1 27, clkbuf_1 173, dfrtp_1 944, nor2_1 174, nand3_1 44
a2111oi_0 17, buf_2 173, o21ai_0 30, nand2b_1 17, buf_1 47, nand2_1 211
a21oi_1 79, a221oi_1 40, o32a_1 16, a222oi_1 24, dfstp_2 80, mux2_2 1052
nor3_1 58, buf_4 32, nor2_2 17, mux2i_1 61, nand4_1 93, a22o_1 54
a32oi_1 23, or3_1 12, a22oi_1 692, nor2b_1 19
## cells by family (layout without fill, tap and decap cells)
kind of cell	count (synthesis)	in the layout	share of synthesized area, %
mux	1117	1117	24.11
buf+inv	431	706	3.798
compound gates	1074	1074	15.50
other cells	0	16	0
simple gates	748	748	7.173
flops	1024	1024	49.43
## placed cells by master (no fill, tap or decap), types with 11 or more instances in the layout
master           instances
nor2_1                 128
o32a_1                  16
o22ai_1                 11
nor2_4                  61
a21oi_1                 79
mux2i_1                 61
clkdlybuf4s50_1        134
clkinv_2                21
nand4_1                 93
nand2b_1                15
buf_12                  38
o21ai_0                 30
clkbuf_16              116
mux2_2                1052
dfrtp_1                944
buf_4                  316
nor2b_1                 15
a221oi_1                40
or3_1                   11
clkbuf_1                15
a22o_1                  54
and3_1                  11
nor3_1                  54
nand3_1                 44
nand2_1                200
dfstp_2                 80
diode_2                 16
a32oi_1                 23
bufinv_16               15
a22oi_1                692
clkbuf_8                21
a222oi_1                24
a31oi_1                 27
a2111oi_0               17
nand2_2                 13
nor4_1                  25
## worst max-delay path: stages
cell,delay (ns)
buf_2,0.49
or2_2,0.70
nor2_4,0.37
a22oi_1,0.29
nand4_1,0.13
a2111oi_0,0.96
buf_4,0.24
a31oi_1,0.15
buf_4,0.17
clkdlybuf4s50_1,0.40
## power by group through the flow
stage                 logic [mW]  clock network [mW]  registers (mW)
after global routing        2.70                6.29            7.94
after CTS                   2.53                6.11            7.79
final                       2.57                6.06            7.85
## routing by layer
metal | vias to the layer above | GRT usage, % | part of all wire, %
met1 | 23630 | 44.19 | 35
met5 | - | 0.5001 | 0.077
met4 | 18 | 25.52 | 9.2
met2 | 3738 | 49.55 | 41
met3 | 1326 | 18.08 | 14
li1 | 17310 | - | -
Power figures rest on the tool's default switching activity, not on a simulated workload.
